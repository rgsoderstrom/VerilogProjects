==> design/flow/design.v <==
`timescale 1ns / 1ps
module MsgHeaderGen #(parameter ID = 16'h1, 
                      parameter ByteCount = 16'h8) 
			         (input wire Clk,
                      input wire ClearAddr,
                      input wire NextAddr,
                      input wire  [15:0] SequenceNumber,  
                      output reg  [15:0] MsgByteCount,    
                      output wire        LastReadByte,    
                      output wire [7:0]  HeaderByte);     
    reg [7:0] Memory [0:7];
	reg [2:0] AddrCounter = 0;
	assign LastReadByte = (AddrCounter == 7);
	assign HeaderByte   = Memory [AddrCounter];
	initial
	begin
		Memory [0] <= 8'h34;    
		Memory [1] <= 8'h12;   
		Memory [2] <= ByteCount [7:0];   
		Memory [3] <= ByteCount [15:8];
		Memory [4] <= ID [7:0];  
		Memory [5] <= ID [15:8];
		Memory [6] <= 0;  
		Memory [7] <= 0;  
		MsgByteCount <= ByteCount;
	end
    always @ (posedge Clk)
    begin
      if (ClearAddr == 1'b1)
      begin			
        AddrCounter <= 0;
		Memory [6] <= SequenceNumber [7:0];
		Memory [7] <= SequenceNumber [15:8];
      end
      else if (NextAddr == 1'b1)
      begin
        AddrCounter <= AddrCounter + 1'b1;
      end
	end
endmodule
`timescale 1ns / 1ps
module MsgSender  (input wire Clock,
                   input wire Clear,
                   output reg   Ready,  
                   input  wire  Send,
                   output wire [7:0] OutputByte,  
                   input wire [7:0]  HeaderByte,      
                   input wire   LastHeaderByte, 
                   input wire [15:0] ByteCount,
                   output reg   ClearHeaderAddr,
                   output reg   NextHeaderAddr,
                   output reg   P2SLoad,        
                   input  wire  P2SEmpty,
                   input wire [7:0]  DataByte,       
                   output reg   ClearDataAddr, 
                   output reg   RamRead);
	localparam Idle              = 0;
	localparam BeginHeader       = 1;
	localparam SelectHeader      = 2;
	localparam SetByteCount      = 3;
	localparam WaitForP2S        = 4;
	localparam LoadHeaderByte    = 5;
	localparam CountDownHdrByte  = 6;
	localparam IsLastHdrByte     = 7;
	localparam NextHdrByte       = 8;
	localparam AreDataBytes      = 9;
	localparam ClearDataByteAddr = 10;
	localparam ReadFirstDataByte = 11;
	localparam IsP2SReady        = 12;
	localparam LoadDataByte      = 13;
	localparam CountDownDataByte = 14;
	localparam TestAllSent       = 15;
	localparam ReadNextDataByte  = 16;
	reg [4:0] state = Idle;
	reg [15:0] byteCountDown = 0;
	reg        muxSelect = 0;  
	assign OutputByte = muxSelect == 0 ? HeaderByte : DataByte;
	initial
	begin
		state = Idle;
	end
	always @ (posedge Clock)
		begin
			if (Clear == 1'b1)
				begin
					state <= Idle;
				end
			else
				case (state)
					Idle:              begin if (Send == 1) state <= BeginHeader; end 					
					BeginHeader:       begin state <= SelectHeader; end 					
					SelectHeader:      begin muxSelect <= 0; state <= SetByteCount; end						
					SetByteCount:      begin byteCountDown <= ByteCount; state <= WaitForP2S; end					
					WaitForP2S:        begin if (P2SEmpty == 1) state <= LoadHeaderByte; end					
					LoadHeaderByte:    begin state <= CountDownHdrByte; end					
					CountDownHdrByte:  begin byteCountDown <= byteCountDown - 1; state <= IsLastHdrByte; end
					IsLastHdrByte:     begin if (LastHeaderByte == 1) state <= AreDataBytes; else state <= NextHdrByte; end
					NextHdrByte:       begin state <= WaitForP2S; end
					AreDataBytes:      begin if (byteCountDown == 0) state <= Idle; else state <= ClearDataByteAddr; end
					ClearDataByteAddr: begin state <= ReadFirstDataByte; end
					ReadFirstDataByte: begin muxSelect <= 1; state <= IsP2SReady; end
					IsP2SReady:        begin if (P2SEmpty == 1) state <= LoadDataByte; end
					LoadDataByte:      begin state <= CountDownDataByte; end
					CountDownDataByte: begin byteCountDown <= byteCountDown - 1; state <= TestAllSent; end
					TestAllSent:       begin if (byteCountDown == 0) state <= Idle; else state <= ReadNextDataByte; end
					ReadNextDataByte:  begin state <= IsP2SReady; end
					default:           begin state <= Idle; end
			endcase
		end
	always @ (state)
		begin 
			Ready           = (state == Idle);
			ClearHeaderAddr = (state == BeginHeader);
			P2SLoad         = (state == LoadHeaderByte) || (state == LoadDataByte);
			NextHeaderAddr  = (state == NextHdrByte);
			ClearDataAddr   = (state == ClearDataByteAddr);
			RamRead         = (state == ReadFirstDataByte) || (state == ReadNextDataByte);			
		end
endmodule
`timescale 1ns / 1ps
module DPRAM_Controller (input  wire    Clk,
						 input  wire    ByteWrite,
                         input  wire    ByteRead,
                         input  wire    WordWrite,                         
                         input  wire    WordRead,
						 output reg IncrByteAddr,
						 output reg WordMuxSel,
						 output reg [1:0] AddrMuxSel,
						 output reg LoadReadByteMux,
						 output reg LoadByte,
						 output reg MemWrite,
						 output reg MemRead);
    localparam Idle = 4'b0;
    localparam BW1 = 4'h1;  
    localparam BW2 = 4'h2;
    localparam BR1 = 4'h3;  
    localparam BR2 = 4'h4;
    localparam BR3 = 4'h5;
    localparam WW  = 4'h6;  
    localparam WR  = 4'h7;  
    reg [3:0] State = Idle;
    initial begin
        WordMuxSel = 0;
        AddrMuxSel = 2'b0;
    end    
    always @(posedge Clk) begin
        case (State)
			Idle: begin
				    if (ByteWrite == 1) begin
                       AddrMuxSel <= 2'b0;
					   WordMuxSel <= 0;
					   State <= BW1;
					end
					else if (ByteRead == 1) begin
                       AddrMuxSel <= 2'b0;
					   WordMuxSel <= 0;
					   State <= BR1;
					end
					else if (WordWrite == 1) begin
                        AddrMuxSel <= 2'd2;
                        WordMuxSel <= 1;
                        State <= WW;
		 	       end
					else if (WordRead == 1) begin 
                        AddrMuxSel <= 2'd1;
                        State <= WR;
				    end					
				  end
			BW1: State <= BW2;
			BW2: State <= Idle;
			BR1: State <= BR2;
			BR2: State <= BR3;
			BR3: State <= Idle;
			WR: State <= Idle;
			WW: State <= Idle;
			default: State <= Idle;        
        endcase    
    end
    always @(*) begin
		IncrByteAddr    <= (State == BR3) || (State == BW2);
		LoadByte        <= (State == BW1);
		LoadReadByteMux <= (State == BR2);
		MemWrite        <= (State == WW) || (State == BW2);
		MemRead         <= (State == WR) || (State == BR1);    
    end    
endmodule
`timescale 1ns / 1ps
module DualPortRAM2 #(parameter AddrWidth = 10) 
                     (input wire      Clk,
                      input wire      [7:0] ByteWriteData,
                      output reg      [7:0] ByteReadData,    
                      input  wire           ByteWrite,
                      input  wire           ByteRead, 
                      input  wire           ByteClearAddr,
                      input  wire    [15:0] WordWriteData,
                      output wire    [15:0] WordReadData,   
                      input  wire    [AddrWidth-1:0] WordWriteAddr,
                      input  wire    [AddrWidth-1:0] WordReadAddr,
                      input  wire                    WordWrite,
                      input  wire                    WordRead);
    localparam DataWidth = 16;
	localparam WordCount = 1 << AddrWidth;
    reg  [DataWidth-1:0] Memory [0:WordCount-1];
	wire MemoryRead;
	wire MemoryWrite;
	reg  [AddrWidth : 0] ByteAddrCounter;
	wire IncrByteAddr;
	wire LoadByte;
	wire LoadReadByteMux;
	wire WordMuxSel;
	wire [1:0] AddrMuxSel;
	reg  [AddrWidth-1:0] MemoryAddr; 
	reg  [DataWidth-1:0] WordIn;
	reg  [DataWidth-1:0] WordOut;
	reg  [DataWidth-1:0] WordFromBytes;
	assign WordReadData = WordOut;
	initial
    begin
        ByteAddrCounter <= 0;
        WordOut <= 0;  
    end
    always @ (posedge Clk) begin
        if      (ByteClearAddr == 1) ByteAddrCounter <= 0;
        else if (IncrByteAddr == 1)  ByteAddrCounter <= ByteAddrCounter + 1;
    end
    always @ (*) begin
		case (AddrMuxSel)
			2'b00: MemoryAddr <= ByteAddrCounter [AddrWidth:1];
			2'b01: MemoryAddr <= WordReadAddr;
			2'b10: MemoryAddr <= WordWriteAddr;
			default: MemoryAddr <= 0;
		endcase
	end
    always @ (posedge Clk) begin
        if (LoadReadByteMux == 1)
        begin
            case (ByteAddrCounter [0])
                1'b0: ByteReadData <= WordOut [7:0];
                1'b1: ByteReadData <= WordOut [15:8];
                default: ByteReadData <= 0;
            endcase
		end
	end
    always @ (*) begin
		case (WordMuxSel)
			1'b0: WordIn <= WordFromBytes;
			1'b1: WordIn <= WordWriteData;
			default: WordIn = 0;
		endcase
	end
    always @ (posedge Clk) begin
	    if (LoadByte == 1) begin				
			case (ByteAddrCounter [0])
				1'b0: WordFromBytes [7:0]  <= ByteWriteData;
				1'b1: WordFromBytes [15:8] <= ByteWriteData;
				default: WordFromBytes <= 0;
			endcase
		end
	end
    always @ (posedge Clk) begin
		if (MemoryRead  == 1) WordOut <= Memory [MemoryAddr];
		if (MemoryWrite == 1) Memory [MemoryAddr] <= WordIn;
	end
    DPRAM_Controller U1 (.Clk (Clk),
					     .ByteWrite (ByteWrite),
                         .ByteRead  (ByteRead),
                         .WordWrite (WordWrite),                         
                         .WordRead  (WordRead),
						 .IncrByteAddr    (IncrByteAddr),
						 .WordMuxSel      (WordMuxSel),
						 .AddrMuxSel      (AddrMuxSel),
						 .LoadByte        (LoadByte),
						 .LoadReadByteMux (LoadReadByteMux),
						 .MemWrite        (MemoryWrite),
						 .MemRead         (MemoryRead));	
endmodule
`timescale 1ns / 1ps
module SampleMsgSender  #(parameter SampleMsgID       = 200,
				 		  parameter MaxSamplesPerMsg  = 32,   
                          parameter AddrWidth         = 10)   
				         (input  Clock50MHz,
 				          input  Clear,
 				          input        ClearReadAddr,  
						  output       Ready,        
						  input        LoadAndSend,  
						  input [15:0] SeqNumber,
						  input  [15:0]          SampleWord,  
						  output [AddrWidth-1:0] SampleReadAddr,
						  output reg             SampleRead,
						  input  [AddrWidth:0]   SampleCount,  
					  	  input        P2S_Empty,  
						  output       LoadByte,
						  output [7:0] MsgByteOut);
	wire [7:0]  HeaderByte;
	wire        LastHeaderByte;
	wire [15:0] ByteCount;
	wire        ClearHeaderAddr;
	wire        NextHeaderAddr;
	wire [15:0] NumbRemaining;
	wire [15:0] MsgSampleCount;
	reg  [15:0] SampleCountDown = 16'd0;
	assign MsgSampleCount = MaxSamplesPerMsg < NumbRemaining ? MaxSamplesPerMsg : NumbRemaining;
	reg 		DataWordMuxSel = 0;
    wire [15:0] MsgDataWord;
	assign MsgDataWord = DataWordMuxSel == 0 ? MsgSampleCount : SampleWord;
	reg  [AddrWidth:0]   SampleReadCnt = 0;
	reg ClearSRC;   
	reg IncrSRC;    
	assign SampleReadAddr = SampleReadCnt [AddrWidth-1:0];
	always @ (posedge Clock50MHz) begin
	   if (ClearSRC == 1) SampleReadCnt <= 0;
	   if (IncrSRC  == 1) SampleReadCnt <= SampleReadCnt + 1;
	end
    assign NumbRemaining = SampleCount > SampleReadCnt ? SampleCount - SampleReadCnt : 0;
 	localparam N = $clog2 (1 + MaxSamplesPerMsg);
 	reg  [N-1:0] MessageWriteAddr = 0;
 	wire [N-1:0] MsgDataAddr = MessageWriteAddr;
	reg          ClearMWA;
	reg          IncrMWA;
	always @ (posedge Clock50MHz) begin
	   if (ClearMWA == 1) MessageWriteAddr <= 0;
	   if (IncrMWA  == 1) MessageWriteAddr <= MessageWriteAddr + 1;
	end
    wire [7:0] MsgDataByte;
    wire ByteAddrClear;
    wire ByteReadCycle;
    reg  MsgDataWrite;
    DualPortRAM2 #(.AddrWidth (N))
              U1  (.Clk (Clock50MHz),
                   .ByteWriteData (8'b0),
                   .ByteWrite     (1'b0),
                   .ByteReadData  (MsgDataByte),    
                   .ByteRead      (ByteReadCycle),
                   .ByteClearAddr (ByteAddrClear),
                   .WordWriteData (MsgDataWord),
                   .WordWriteAddr (MsgDataAddr),
                   .WordWrite     (MsgDataWrite),
                   .WordReadAddr  ('b0),
                   .WordReadData  (),
                   .WordRead      (1'b0));
    reg SendMsg;
	MsgSender U2 (.Clock (Clock50MHz),
                  .Clear (Clear),
                  .Ready (Ready),
                  .Send  (SendMsg),
                  .OutputByte      (MsgByteOut),
                  .HeaderByte      (HeaderByte),
                  .LastHeaderByte  (LastHeaderByte),
                  .ByteCount       (ByteCount),
                  .ClearHeaderAddr (ClearHeaderAddr),
                  .NextHeaderAddr  (NextHeaderAddr),
                  .P2SLoad         (LoadByte),
                  .P2SEmpty        (P2S_Empty),
				  .DataByte        (MsgDataByte),
                  .ClearDataAddr   (ByteAddrClear),
                  .RamRead         (ByteReadCycle));
	MsgHeaderGen #(.ID (SampleMsgID), .ByteCount (8 + 2 + 2 * MaxSamplesPerMsg))
			   U3 (.Clk (Clock50MHz),
                   .ClearAddr      (ClearHeaderAddr),
                   .NextAddr       (NextHeaderAddr),
                   .SequenceNumber (SeqNumber),
                   .MsgByteCount   (ByteCount),
                   .LastReadByte   (LastHeaderByte),
                   .HeaderByte     (HeaderByte));
    localparam Idle  = 0;
    localparam Prep1 = 6'h01;
    localparam LoadCount1 = 6'h11;
    localparam LoadCount2 = 6'h12;
    localparam LoadCount3 = 6'h13;
    localparam LoadCount4 = 6'h14;
    localparam LoadCount5 = 6'h15;
    localparam LoadData1 = 6'h21;
    localparam LoadData2 = 6'h22;
    localparam LoadData3 = 6'h23;
    localparam LoadData4 = 6'h24;
    localparam LoadData5 = 6'h25;
    localparam LoadData5A = 6'h2D;
    localparam LoadData6 = 6'h26;
    localparam LoadData7 = 6'h27;
    localparam LoadData8 = 6'h28;
    localparam LoadData9 = 6'h29;
    localparam LoadDataA = 6'h2a;
    localparam LoadDataB = 6'h2b;
    localparam SendMsg1  = 6'h31;
    reg [5:0] state = Idle;
    always @ (posedge Clock50MHz)
    begin
        case (state)
            Idle: if      (ClearReadAddr == 1) state <= Prep1;
                  else if (LoadAndSend == 1)   state <= LoadCount1;
            Prep1: state <= Idle;
            LoadCount1: begin DataWordMuxSel <= 0; state <= LoadCount2; end
            LoadCount2: state <= LoadCount3;
            LoadCount3: state <= LoadCount4;
            LoadCount4: state <= LoadCount5;
            LoadCount5: state <= LoadData1;
            LoadData1: begin DataWordMuxSel <= 1; state <= LoadData2; end
            LoadData2: begin SampleCountDown <= MsgSampleCount; state <= LoadData3; end
            LoadData3: if (SampleCountDown == 0) state <= SendMsg1; else state <= LoadData4;
            LoadData4:  state <= LoadData5;
            LoadData5:  state <= LoadData5A;
            LoadData5A: state <= LoadData6;
            LoadData6:  state <= LoadData7;
            LoadData7:  state <= LoadData8;
            LoadData8:  state <= LoadData9;
            LoadData9:  state <= LoadDataA;
            LoadDataA:  begin SampleCountDown <= SampleCountDown - 1; state <= LoadDataB; end
            LoadDataB:  state <= LoadData3;
            SendMsg1: state <= Idle;
            default: state <= Idle;
        endcase
    end
    always @ (*)
    begin
        ClearSRC = (state == Prep1);
        IncrSRC  = (state == LoadData8);
        ClearMWA = (state == LoadCount2);
        IncrMWA  = (state == LoadCount5) || (state == LoadData9);
        MsgDataWrite = (state == LoadCount3) || (state == LoadData6);
        SampleRead   = (state == LoadData4);
        SendMsg      = (state == SendMsg1);
    end
endmodule
==> design/flow/run.sh <==
#!/bin/bash
# OpenROAD 26Q1-2900-gdf79404cd8, Yosys 0.63+post, stock flow scripts
make -C /OpenROAD-flow-scripts/flow DESIGN_CONFIG=/design/flow/config.mk WORK_HOME=/design/flow/orfs finish
==> design/flow/config.mk <==
export PLATFORM = sky130hd
export DESIGN_NAME = SampleMsgSender
export DESIGN_NICKNAME = SampleMsgSender
export VERILOG_FILES = /design/flow/design.v
export SDC_FILE = /design/flow/constraint.sdc
export NUM_CORES = 4
export LEC_CHECK = 1
export CORE_UTILIZATION = 50
==> design/flow/constraint.sdc <==
current_design SampleMsgSender

set clk_period 14.8
set clk_io_pct 0.2

create_clock -name clk0 -period $clk_period [get_ports {Clock50MHz}]

set non_clock_inputs [all_inputs -no_clocks]
set_input_delay [expr $clk_period * $clk_io_pct] -clock clk0 $non_clock_inputs
set_output_delay [expr $clk_period * $clk_io_pct] -clock clk0 [all_outputs]
==> Changelog: implementation <==
### Physical design

- Post-CTS Setup Inserts: 0
- Drt pass-1 iters: 8
- DP HPWL: about 71000 µm
- Number of synthesized flops with an enable pin: ~1100
- Cell Type Count: 76
- Clock Skew: about 58 ps
- Most common reg cell: edfxtp_1
- Fin crit period: about 6700 ps
- Fillers: 6364
- Top cells by area: edfxtp_1 76%, a22oi_1 4.7%, a222oi_1 2.6%, nand2_1 2.5%, nor2_1 1.4%
- Startpoint types: input port
- Final Wtd Congestion: slightly below 1
- Post-synth top area cell: edfxtp_1
- Cells after Synth: around 2800
- Slew @ Worst Pin: between 1000 and 1500 ps
- Endpoint type of the worst setup path: flip-flop
- PD cells: ~170 nW/µm²
- Util after Layout: 57.8%
- Largest net degree at the start of global routing: 73
- H-tree depth: 3
- Yosys Chip Area: ~44000 µm²
- Max_cap viols: 0
- WL final: 120000 µm
- Max Root-Sink Buffers: 3
- Mapped cell area: 44300 µm²
- Hold Path Stages: 2
- IO Pins: a little under 70
- DR WL/cell: roughly 29 µm
- Worst Hold Class: reg2reg
- Fmax: approximately 0.15 GHz
- Slew margin rel.: 32.6%
- Critical path class: in2reg
- Met3 GRT Util: between 20 and 25%
- Met2 Use GR: a little over two fifths
- RSZ-0062 raised after global routing: no
- Setup slack after layout: between 8000 and 9000 ps
- Maximum vdd drop: approximately 0.11 mV
- Die height: roughly 300 µm
- Drt initial violations: approximately 2000
- Final Hold Viols: 0
- Top cell type's share of synthesized area: 76.3%
- Total CTS buffers: ~110
- Log Warnings: 29
- Area growth syn-to-layout: 13.9%
- FF-to-FF path depth: 10
- TritonCTS clock tree: done
- Sink Count: roughly 1100
- Root buffer cell: clkbuf_16
- Drt via density: around 6.2
- GRT Util Overall: a little under a third
- Initial antenna violation count: 3
- Core area: about 87000 µm²
- Buffers added on ports: between 60 and 70
- Place WS: between 7000 and 8000 ps
- Row cnt: roughly 110
- Final routed DRC violation total: 0
- Async S/R FF share, synth: 0%
- Synth Seq Share: 77.0%
- Share of layout cells above drive strength 1: 11.5%
- Setup TNS: 0 ps
- Arrival @ worst endpoint: 7080 ps
- Yosys reg bits: 1140
- Critical Path RT: about 15000 ps
- GRT overflow: 0
- Ys cells: around 2800
- CTS resizes: 0
- DIE WIDTH: around 300 µm
- Leak: approximately 0.017 µW
- Layer with the highest usage: met2
- Post-route clock period utilization: a little under half
- Hold WS: 518 ps
- Hold Buf Count CTS: 0
- Die Area: 89800 µm²
- Final setup vio count: 0
- Critical Path, Cell by Cell: clkdlybuf4s50_1 -> inv_1 -> ha_1 -> fa_1 -> nand2b_1 -> a211oi_1 -> o21ai_0 -> a221oi_1 -> and4_1 -> nand4_1 -> o31ai_4 -> buf_4
- First-pass GRT wire length: about 180000 µm
- Met1 usage: between 30% and 40%
- Vias in the first global route: between 20000 and 30000
- Worst path max stage delay: about 610 ps
- ANT nets after route: 0
- Max Slew Vio Count: 0
- Mean post-synth cell area: approximately 16 µm²
- Clock latency (worst-skew pair): about 700 ps
- CTS clk-pin slew, worst paths: about 60 ps
- Status: completed
- Initial Util: between 50% and 60%
- Maximum net fanout on the critical path: around 64
- Yosys warning total: 6
- Vias: between 20000 and 30000
- Critical-path top delay cell: nand4_1
worst max-delay path: cells and delay by family:
| family | cells | cell delay, ps |
|---|---|---|
| compound gates | 4 | 1240 |
| buf+inv | 3 | 1110 |
| simple gates | 3 | 1080 |
| fa+ha+maj | 2 | 630 |
synthesized netlist by cell type, types with 22 or more instances:
library cell and instances:
o21ai_0 92, a222oi_1 114, xnor2_1 35, a22oi_1 277
a21oi_1 36, nand2_1 297, nand4_1 23, inv_1 33
nand3_1 34, and3_1 22, clkbuf_1 60, nor3_1 26
edfxtp_1 1125, nor2_1 166, buf_2 71
flip-flops by register name, summed over array words and instances (netlist names), 5 cells and up:
name                cells
MessageWriteAddr        6
SampleCountDown        16
SampleReadCnt          11
U1.ByteAddrCounter      7
U1.ByteReadData         8
U1.Memory            1024
U1.WordOut             16
U2.byteCountDown       16
U2.state                5
U3.Memory              16
state                   6
power breakdown:
group | internal [µW] | switching, µW | total [µW]
Sequential | 3690 | 110 | 3800
Combinational | 649 | 1400 | 2040
Clock | 1670 | 1190 | 2860
cell type report:
| type | instances | area, µm² | area share, % |
|---|---|---|---|
| antenna | 3 | 7.51 | 0.0149 |
| clock buffer | 141 | 2960 | 5.88 |
| tap | 1155 | 1450 | 2.87 |
| inverter | 34 | 128 | 0.253 |
| timing repair buffer | 201 | 1690 | 3.36 |
| multi-input combinational | 1446 | 9340 | 18.5 |
| clock inverter | 70 | 763 | 1.51 |
| sequential | 1140 | 34100 | 67.6 |
worst paths after layout:
| kind | slack, ps | startpoint | endpoint |
|---|---|---|---|
| setup reg to reg | 10360 | SampleReadCnt[0] | U1.Memory[14][3] |
| hold reg to reg | 520 | U3.AddrCounter[0] | U3.AddrCounter[0] |
| hold / removal | 520 | U3.AddrCounter[0] | U3.AddrCounter[0] |
| setup / recovery | 8120 | SampleCount[0] | U1.Memory[14][3] |
logic make-up (layout without fill, tap and decap cells):
logic type / after synthesis / after routing / share of synthesized area [%]
xor gates and xnor gates: 48 / 48 / 0.949
AOI/OAI and AO/OA: 673 / 673 / 11.5
buffers and inverters: 208 / 446 / 2.24
muxes: 24 / 24 / 0.627
and+or+nand+nor: 679 / 679 / 7.09
other: 0 / 3 / 0
DFF: 1140 / 1140 / 77.0
adders and majority gates: 22 / 22 / 0.639
layer usage:
metal	wire, µm	vias to the layer above
li1	-	11500
met1	40200	12700
met2	55500	1682
met3	20200	230
met4	4180	14
met5	225	-
stage by stage:
stage	std cells	power [µW]	area, µm²
detailed placement	3976	5880	46700
CTS	4187	8720	50400
global route	4187	9040	50400
global placement	3976	5860	46700
finish	4190	8700	50400
floorplan	2794	5050	44300
placed cells by master, fill, tap and decap left out, drive strengths merged, types with 7 or more instances in the layout:
| cell type | count |
|---|---|
| inv | 40 |
| a22oi | 277 |
| edfxtp | 1125 |
| or2 | 9 |
| nor3 | 28 |
| a221oi | 13 |
| a222oi | 114 |
| and3 | 22 |
| nand2 | 297 |
| nor3b | 8 |
| dfxtp | 15 |
| o31ai | 10 |
| bufinv | 14 |
| nor2 | 166 |
| xnor2 | 35 |
| clkbuf | 141 |
| clkdlybuf4s50 | 68 |
| nand4 | 23 |
| nor4 | 11 |
| clkinv | 48 |
| xor2 | 13 |
| nand2b | 19 |
| a22o | 21 |
| and4 | 8 |
| mux2 | 18 |
| nand3 | 34 |
| nand3b | 7 |
| a21oi | 36 |
| nor2b | 11 |
| o21ai | 105 |
| buf | 133 |
| a31oi | 16 |
| o211ai | 9 |
| a21boi | 12 |
| ha | 21 |
Power and IR drop assume default switching activity.
