==> design.v <==
`timescale 1ns / 1ps
module DPRAM_Controller (input  wire    Clk,
						 input  wire    ByteWrite,
                         input  wire    ByteRead,
                         input  wire    WordWrite,                         
                         input  wire    WordRead,
						 output reg IncrByteAddr,
						 output reg WordMuxSel,
						 output reg [1:0] AddrMuxSel,
						 output reg LoadReadByteMux,
						 output reg LoadByte,
						 output reg MemWrite,
						 output reg MemRead);
    localparam Idle = 4'b0;
    localparam BW1 = 4'h1;  
    localparam BW2 = 4'h2;
    localparam BR1 = 4'h3;  
    localparam BR2 = 4'h4;
    localparam BR3 = 4'h5;
    localparam WW  = 4'h6;  
    localparam WR  = 4'h7;  
    reg [3:0] State = Idle;
    initial begin
        WordMuxSel = 0;
        AddrMuxSel = 2'b0;
    end    
    always @(posedge Clk) begin
        case (State)
			Idle: begin
				    if (ByteWrite == 1) begin
                       AddrMuxSel <= 2'b0;
					   WordMuxSel <= 0;
					   State <= BW1;
					end
					else if (ByteRead == 1) begin
                       AddrMuxSel <= 2'b0;
					   WordMuxSel <= 0;
					   State <= BR1;
					end
					else if (WordWrite == 1) begin
                        AddrMuxSel <= 2'd2;
                        WordMuxSel <= 1;
                        State <= WW;
		 	       end
					else if (WordRead == 1) begin 
                        AddrMuxSel <= 2'd1;
                        State <= WR;
				    end					
				  end
			BW1: State <= BW2;
			BW2: State <= Idle;
			BR1: State <= BR2;
			BR2: State <= BR3;
			BR3: State <= Idle;
			WR: State <= Idle;
			WW: State <= Idle;
			default: State <= Idle;        
        endcase    
    end
    always @(*) begin
		IncrByteAddr    <= (State == BR3) || (State == BW2);
		LoadByte        <= (State == BW1);
		LoadReadByteMux <= (State == BR2);
		MemWrite        <= (State == WW) || (State == BW2);
		MemRead         <= (State == WR) || (State == BR1);    
    end    
endmodule
`timescale 1ns / 1ps
module DualPortRAM2 #(parameter AddrWidth = 10) 
                     (input wire      Clk,
                      input wire      [7:0] ByteWriteData,
                      output reg      [7:0] ByteReadData,    
                      input  wire           ByteWrite,
                      input  wire           ByteRead, 
                      input  wire           ByteClearAddr,
                      input  wire    [15:0] WordWriteData,
                      output wire    [15:0] WordReadData,   
                      input  wire    [AddrWidth-1:0] WordWriteAddr,
                      input  wire    [AddrWidth-1:0] WordReadAddr,
                      input  wire                    WordWrite,
                      input  wire                    WordRead);
    localparam DataWidth = 16;
	localparam WordCount = 1 << AddrWidth;
    reg  [DataWidth-1:0] Memory [0:WordCount-1];
	wire MemoryRead;
	wire MemoryWrite;
	reg  [AddrWidth : 0] ByteAddrCounter;
	wire IncrByteAddr;
	wire LoadByte;
	wire LoadReadByteMux;
	wire WordMuxSel;
	wire [1:0] AddrMuxSel;
	reg  [AddrWidth-1:0] MemoryAddr; 
	reg  [DataWidth-1:0] WordIn;
	reg  [DataWidth-1:0] WordOut;
	reg  [DataWidth-1:0] WordFromBytes;
	assign WordReadData = WordOut;
	initial
    begin
        ByteAddrCounter <= 0;
        WordOut <= 0;  
    end
    always @ (posedge Clk) begin
        if      (ByteClearAddr == 1) ByteAddrCounter <= 0;
        else if (IncrByteAddr == 1)  ByteAddrCounter <= ByteAddrCounter + 1;
    end
    always @ (*) begin
		case (AddrMuxSel)
			2'b00: MemoryAddr <= ByteAddrCounter [AddrWidth:1];
			2'b01: MemoryAddr <= WordReadAddr;
			2'b10: MemoryAddr <= WordWriteAddr;
			default: MemoryAddr <= 0;
		endcase
	end
    always @ (posedge Clk) begin
        if (LoadReadByteMux == 1)
        begin
            case (ByteAddrCounter [0])
                1'b0: ByteReadData <= WordOut [7:0];
                1'b1: ByteReadData <= WordOut [15:8];
                default: ByteReadData <= 0;
            endcase
		end
	end
    always @ (*) begin
		case (WordMuxSel)
			1'b0: WordIn <= WordFromBytes;
			1'b1: WordIn <= WordWriteData;
			default: WordIn = 0;
		endcase
	end
    always @ (posedge Clk) begin
	    if (LoadByte == 1) begin				
			case (ByteAddrCounter [0])
				1'b0: WordFromBytes [7:0]  <= ByteWriteData;
				1'b1: WordFromBytes [15:8] <= ByteWriteData;
				default: WordFromBytes <= 0;
			endcase
		end
	end
    always @ (posedge Clk) begin
		if (MemoryRead  == 1) WordOut <= Memory [MemoryAddr];
		if (MemoryWrite == 1) Memory [MemoryAddr] <= WordIn;
	end
    DPRAM_Controller U1 (.Clk (Clk),
					     .ByteWrite (ByteWrite),
                         .ByteRead  (ByteRead),
                         .WordWrite (WordWrite),                         
                         .WordRead  (WordRead),
						 .IncrByteAddr    (IncrByteAddr),
						 .WordMuxSel      (WordMuxSel),
						 .AddrMuxSel      (AddrMuxSel),
						 .LoadByte        (LoadByte),
						 .LoadReadByteMux (LoadReadByteMux),
						 .MemWrite        (MemoryWrite),
						 .MemRead         (MemoryRead));	
endmodule
`timescale 1ns / 1ps
module Sonar1Chan_Params #(parameter WW = 16)  
                         (input wire Clock50MHz,
						  input wire [7:0] MsgByte,        
						  input wire       NewMessage,     
						  input wire       WriteByte,      
						  input wire       MsgComplete,    
						  output reg [WW-1:0] SampleClockDivisor,
						  output reg [WW-1:0] RampStartingLevel,  
						  output reg [WW-1:0] RampStoppingLevel,  
						  output reg [WW-1:0] BlankingLevel,      
						  output reg [WW-1:0] RampRateClockDivisor,  
						  output reg [WW-1:0] PingFrequency,  
						  output reg [WW-1:0] PingDuration);  
	localparam _SampleClockDivisor   = 50_000_000 / 100_000;
	localparam _PingFrequency        = 40_200 / 190;         
	localparam _PingDuration         = 0.001 * 50_000_000;   
	localparam _CountsPerVolt        = 1024 / 2.048;
	localparam _BlankingLevel        = 0.025 * _CountsPerVolt;  
	localparam _RampStartingLevel    = 0.25  * _CountsPerVolt;  
	localparam _RampStoppingLevel    = 1.25  * _CountsPerVolt;  
	localparam _RiseTime             = 0.020;                  
	localparam _RampRate             = (_RampStoppingLevel - _RampStartingLevel) / _RiseTime;
	localparam _RampRateClockDivisor = 50_000_000 / _RampRate;  
	initial begin
		SampleClockDivisor   = _SampleClockDivisor;
		RampStartingLevel    = _RampStartingLevel;
		RampStoppingLevel    = _RampStoppingLevel;
		BlankingLevel        = _BlankingLevel;
		RampRateClockDivisor = _RampRateClockDivisor;
		PingFrequency        = _PingFrequency;
		PingDuration         = _PingDuration;
	end
	localparam PRAW = 3;  
	reg  [PRAW-1:0] ParamReadAddr = 0;
	wire [15:0]     ParamReadData;
	reg             ParamRead;
    DualPortRAM2 #(.AddrWidth (PRAW)) 
               U1 (.Clk (Clock50MHz),
                   .ByteClearAddr (NewMessage), 
                   .ByteWriteData (MsgByte),
                   .ByteWrite     (WriteByte),
                   .ByteReadData  (),
                   .ByteRead      (1'b0), 
                   .WordWriteAddr ('d0),
                   .WordWriteData ('d0),
                   .WordWrite     ('d0),
                   .WordReadAddr  (ParamReadAddr),
                   .WordReadData  (ParamReadData),
                   .WordRead      (ParamRead));
    localparam Idle  = 'd0;				   
    localparam Clear = 'd1;				   
    localparam Read1 = 'd2;				   
    localparam Read2 = 'd3;				   
    localparam Read3 = 'd4;				   
    localparam Write = 'd5;				   
    localparam Test  = 'd6;	
    localparam Incr  = 'd7;				   
	localparam LastAddr = 3'd6;
	reg [2:0] state = Idle;
	always @(posedge Clock50MHz) begin
		case (state)
			Idle:  if (MsgComplete == 1) state <= Clear;
			Clear: begin ParamReadAddr <= 0; state <= Read1; end
			Read1: state <= Read2;
			Read2: state <= Read3;
			Read3: state <= Write;
			Write: state <= Test;
			Test:  begin if (ParamReadAddr == LastAddr) state <= Idle; else state <= Incr; end
			Incr:  begin ParamReadAddr <= ParamReadAddr + 1; state <= Read1; end
			default: state <= Idle;	
		endcase
	end
	always @ (*) begin
		ParamRead <= (state == Read1);
	end
	always @(posedge Clock50MHz) begin
		if (state == Write) begin
			case (ParamReadAddr)
				0: SampleClockDivisor    <= ParamReadData;
				1: RampStartingLevel     <= ParamReadData;
				2: RampStoppingLevel	 <= ParamReadData;
				3: BlankingLevel	 	 <= ParamReadData;
				4: RampRateClockDivisor	 <= ParamReadData;
				5: PingFrequency		 <= ParamReadData;
				6: PingDuration			 <= ParamReadData;
				default: 	;
			endcase
		end
	end
endmodule
==> run.sh <==
#!/bin/bash
# OpenROAD 26Q1-2900-gdf79404cd8, Yosys 0.63+post, stock flow scripts
make -C /OpenROAD-flow-scripts/flow DESIGN_CONFIG=/design/flow/config.mk WORK_HOME=/design/flow/orfs finish
==> config.mk <==
export PLATFORM = sky130hd
export DESIGN_NAME = Sonar1Chan_Params
export DESIGN_NICKNAME = Sonar1Chan_Params
export VERILOG_FILES = /design/flow/design.v
export SDC_FILE = /design/flow/constraint.sdc
export NUM_CORES = 4
export LEC_CHECK = 1
export CORE_UTILIZATION = 50
==> constraint.sdc <==
current_design Sonar1Chan_Params

set clk_period 4.6
set clk_io_pct 0.2

create_clock -name clk0 -period $clk_period [get_ports {Clock50MHz}]

set non_clock_inputs [all_inputs -no_clocks]
set_input_delay [expr $clk_period * $clk_io_pct] -clock clk0 $non_clock_inputs
set_output_delay [expr $clk_period * $clk_io_pct] -clock clk0 [all_outputs]
==> impl_metrics.csv <==
group,metric,value,unit
sta,hold_viol,0,
hold_path,holdPathStages,2,
grt,grt_max_degree,66,
sta,setup_viol,0,
setup_path,cp_slowest_cell,"mux2_4",
final_layout,flop_area,0.00855,mm²
final_layout,comb_area,0.00149,mm²
die,dieHeight,145,µm
setup_path,rr_worst_depth,4,
power,pwr-share-comb,14.1,%
final_layout,finalCoreUtilization,64.4,%
sta,worst_pin_slew,835,ps
setup_path,path_max_fanout,65,
place,post_dp_cell_area,0.0118,mm²
cts,cts_resized,0,
synth,ff_type,"edfxtp_1",
hold_path,holdPathEnd,"U1.ByteAddrCounter[1]",
sta,fin_skew,8.34,ps
setup_path,worstReg2RegStart,"U1.U1.AddrMuxSel[0]",
die,die-area,0.0209,mm²
final_layout,layout-drive-gt1-share,9.02,%
cts,cts_max_level,1,
final_layout,design_area,0.0127,mm²
setup_path,worstSetupPathType,"flip-flop to flip-flop",
synth,synth_cells,603,
sta,slew_headroom,44.1,%
sta,drv_slew,0,
detailed_routing,drc,0,
detailed_routing,avgRoutedWirePerCell,19.1,µm
setup_path,crit_path_end_kind,"flip-flop",
place,place_congestion,0.880,
setup_path,startpoint_type,"flip-flop",
synth,ys_chip_area,0.0102,mm²
cts,cts_tree,"yes",
final_layout,area_delta_synth_final,24.8,%
detailed_routing,wirelength,19.9,mm
power,swShare,26.1,%
flow_run,warnings,28,
cts,root_buffer,"clkbuf_16",
flow_run,drv_cap,0,
sta,fin_crit_sh,62.7,%
status,status,"complete, no violations",
cts,worstSkewPairLatency,530,ps
synth,edf_count,282,
detailed_routing,vias,5485,
place,detailed_place_hpwl,12.4,mm
synth,yosysTopAreaCell,"edfxtp_1",
sta,fmax,0.347,GHz
synth,synth_area,0.0102,mm²
grt,antenna_found_initial,0,
setup_path,slowest_delay,730,ps
die,row_count,51,
cts,ctsHoldBuffers,0,
synth,synth_flops,286,
power,pwr-share-seq,52.8,%
cts,cts.sinks,286,
power,power,0.00672,W
setup_path,cp.arrival,3120,ps
grt,grt_pass1_vias,5425,
sta,period_needed,2890,ps
power,ir_drop,0.000413,V
power,clkPwrFrac,33.1,%
setup_path,critPathRequiredTime,4840,ps
synth,yosys-stat-cells,603,
synth,synth.area.top_cells,"edfxtp_1 (83%), nand2_1 (5.0%), a21oi_1 (3.4%), or4_1 (1.2%), dfxtp_1 (0.79%)",
detailed_routing,routed_via_density,5.27,
power,switching_power,0.00176,W
setup_path,r2r_end,"U1.Memory[1][8]",
detailed_routing,drt_iter0_drc,369,
synth,ys_seq_share,84.0,%
detailed_routing,num_antenna_cells,0,
synth,synth_cell_types,35,
die,fp.dieW,145,µm
detailed_routing,ant_nets,0,
power,internal_power,0.00496,W
power,power_leakage,4.34,nW
detailed_routing,drt-pass1-iter-count,4,
hold_path,min_path_type,"flip-flop to flip-flop",
die,floorplanUtilization,51.6,%
synth,yosysWarnings,13,
synth,top_area_share,83.2,%
hold_path,worstHoldStart,"U1.ByteAddrCounter[1]",
synth,syn_area_per_cell,16.9,µm²
sta,fin_tns_setup,0,ps
place,port_buffers,123,
grt,grtUsageTotal,21.9,%
grt,grt_first_pass_wirelength,30.1,mm
grt,grt-ovfl-total,0,
final_layout,n_fill_cell,1270,
setup_path,crit_chain,"mux2_4, nand2_1, nor2_1, buf_4",
cts,cts_buffers,28,
sta,rsz0062_at_grt,"false",
cts,cts.clk_slew.worst_paths,60,ps
cts,post_cts_buffers,0,
die,io_pins,124,
power,p_per_area,529,mW/mm²
synth,synth_async_sr_flop_share,0,%
cts,cts_buffer_depth,3,
die,core_area,0.0197,mm²
setup_path,rrSetupSlack,1710,ps
## worst max-delay path, delay by kind of cell, from the launching register on
kind	cells	cell delay (ps)
AND/OR/NAND/NOR	2	790
multiplexers	1	730
flip-flops	1	710
buffers and inverters	1	310
## cell usage after synthesis (2+ instances only)
cell type	count
a21oi_1	70
a31oi_4	3
and3_1	7
buf_1	4
buf_2	8
buf_4	3
buf_6	4
clkbuf_1	3
dfxtp_1	4
edfxtp_1	282
ha_1	6
inv_1	8
nand2_1	135
nand3_1	4
nor2_1	20
nor2b_1	2
nor3_1	2
nor3b_1	3
o21ai_0	2
or4_1	16
xnor2_1	3
## per-layer routing
layer | global-route usage [%] | share of wire, % | vias to the layer above
li1 | - | - | 2560
met1 | 34.7 | 40 | 2568
met2 | 31.6 | 46 | 318
met3 | 10.3 | 12 | 39
met4 | 5.04 | 2.6 | 0
met5 | 0 | 0 | -
## worst max path at each step
stage,from,endpoint,slack [ps],cells past startpoint
after CTS,U1.U1.AddrMuxSel[0],U1.Memory[1][8],1720,4
final,U1.U1.AddrMuxSel[0],U1.Memory[1][8],1710,4
after global routing,U1.U1.AddrMuxSel[0],U1.Memory[3][10],1520,4
## per-stage QoR
| step | instances | setup WS [ps] | hold WS (ps) |
|---|---|---|---|
| floorplan | 603 | 2190 | 478 |
| global placement | 991 | 1830 | 544 |
| detailed placement | 991 | 1740 | 551 |
| CTS | 1041 | 1720 | 559 |
| global route | 1041 | 1520 | 605 |
| finish | 1041 | 1710 | 560 |
## power groups by stage
stage | sequential (W) | combinational (W) | clock, W
6_report | 0.00355 | 0.000948 | 0.00222
4_1_cts | 0.00355 | 0.000956 | 0.00227
5_1_grt | 0.00359 | 0.00107 | 0.00238
## cells in the final DEF (no fill, tap or decap), types with 3 or more instances in the layout
master and instances:
a21oi_1 70, a31oi_4 3, and3_1 7, buf_4 22, bufinv_16 4, clkbuf_1 6
clkbuf_16 28, clkdlybuf4s50_1 123, clkinv_1 5, clkinv_2 6, dfxtp_1 4, edfxtp_1 282
ha_1 6, inv_1 8, nand2_1 135, nand3_1 4, nor2_1 20, nor3b_1 3
or4_1 16, xnor2_1 3
## cells by family (layout without fill, tap and decap cells)
| group | Yosys count | in the layout | share of synthesized area [%] |
|---|---|---|---|
| compound gates | 81 | 81 | 4.67 |
| xor+xnor | 3 | 3 | 0.258 |
| fa+ha+maj | 6 | 6 | 0.738 |
| buf+inv | 30 | 203 | 1.61 |
| flops | 286 | 286 | 84.0 |
| mux | 2 | 2 | 0.246 |
| simple gates | 195 | 195 | 8.44 |
## registers in the layout, indices dropped and copies added (netlist names)
name / flops
U1.U1.AddrMuxSel: 1
RampStoppingLevel: 16
U1.ByteAddrCounter: 4
PingDuration: 16
U1.U1.State: 3
BlankingLevel: 16
RampRateClockDivisor: 16
state: 3
RampStartingLevel: 16
PingFrequency: 16
SampleClockDivisor: 16
U1.Memory: 128
U1.WordFromBytes: 16
ParamReadAddr: 3
U1.WordOut: 16
## area by class of cell
| cell class | count | area share (%) |
|---|---|---|
| inverter | 8 | 0.236 |
| clock buffer | 34 | 5.69 |
| timing repair buffer | 145 | 11.0 |
| multi-input combinational | 287 | 11.7 |
| clock inverter | 16 | 1.46 |
| sequential | 286 | 67.3 |
| tap | 265 | 2.61 |
Power and IR drop assume default switching activity.
